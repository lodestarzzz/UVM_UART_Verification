[flow/config.mk]
export PLATFORM = sky130hd
export DESIGN_NAME = apb_uart_top
export DESIGN_NICKNAME = apb_uart_top
export VERILOG_FILES = /design/flow/design.v
export SDC_FILE = /design/flow/constraint.sdc
export NUM_CORES = 4
export LEC_CHECK = 1
export CORE_UTILIZATION = 40
[flow/constraint.sdc]
current_design apb_uart_top

set clk_period 3.9
set clk_io_pct 0.2

create_clock -name clk0 -period $clk_period [get_ports {pclk}]

set non_clock_inputs [all_inputs -no_clocks]
set_input_delay [expr $clk_period * $clk_io_pct] -clock clk0 $non_clock_inputs
set_output_delay [expr $clk_period * $clk_io_pct] -clock clk0 [all_outputs]
[flow/design.v]
module apb_uart_top #(
    parameter CLK_FREQ  = 50000000,
    parameter BAUD_RATE = 9600
)(
    input  wire        pclk,     
    input  wire        presetn,  
    input  wire [31:0] paddr,    
    input  wire        psel,     
    input  wire        penable,  
    input  wire        pwrite,   
    input  wire [31:0] pwdata,   
    output reg  [31:0] prdata,   
    output wire        pready,   
    output wire        uart_tx,
    input  wire        uart_rx
);
    reg        tx_start_reg;  
    reg  [7:0] tx_data_reg;
    wire       tx_active;
    wire       rx_done;
    wire [7:0] rx_data;
    assign pready = 1'b1; 
    uart_top #(
        .CLK_FREQ (CLK_FREQ),
        .BAUD_RATE(BAUD_RATE)
    ) u_core (
        .clk      (pclk),        
        .rst_n    (presetn),     
        .tx_start (tx_start_reg),  
        .tx_data  (tx_data_reg),   
        .tx_active(tx_active),     
        .uart_tx  (uart_tx),       
        .uart_rx  (uart_rx),       
        .rx_done  (rx_done),       
        .rx_data  (rx_data)        
    );
    always @(posedge pclk or negedge presetn) begin
        if (!presetn) begin
            tx_start_reg <= 1'b0;
            tx_data_reg  <= 8'h00;
        end else begin
            if (tx_start_reg) 
                tx_start_reg <= 1'b0;
            if (psel && penable && pwrite) begin
                case (paddr[7:0])  
                    8'h00: begin  
                        tx_data_reg  <= pwdata[7:0];  
                        tx_start_reg <= 1'b1;         
                    end
                    default: ;
                endcase
            end
        end
    end
    always @(posedge pclk or negedge presetn) begin
        if (!presetn) begin
            prdata <= 32'h0;
        end else begin
            if (psel && !pwrite) begin  
                case (paddr[7:0])
                    8'h00: begin  
                        prdata <= {24'h0, rx_data}; 
                    end
                    8'h04: begin  
                        prdata <= {30'h0, rx_done, tx_active};
                    end
                    default: prdata <= 32'h0;
                endcase
            end
        end
    end
endmodule
module baud_rate_gen #(
    parameter CLK_FREQ = 50000000,
    parameter BAUD_RATE = 9600
)(
    input  wire clk,
    input  wire rst_n,
    output reg  rx_clk_en,  
    output reg  tx_clk_en   
);
    localparam RX_ACC_MAX = CLK_FREQ / (BAUD_RATE * 16);
    localparam TX_ACC_MAX = CLK_FREQ / BAUD_RATE;
    reg [15:0] rx_acc;
    reg [15:0] tx_acc;
    always @(posedge clk or negedge rst_n) begin
        if (!rst_n) begin
            rx_acc <= 0;
            rx_clk_en <= 0;
        end else begin
            if (rx_acc == RX_ACC_MAX[15:0] - 1) begin
                rx_acc <= 0;
                rx_clk_en <= 1'b1;
            end else begin
                rx_acc <= rx_acc + 1;
                rx_clk_en <= 1'b0;
            end
        end
    end
    always @(posedge clk or negedge rst_n) begin
        if (!rst_n) begin
            tx_acc <= 0;
            tx_clk_en <= 0;
        end else begin
            if (tx_acc == TX_ACC_MAX[15:0] - 1) begin
                tx_acc <= 0;
                tx_clk_en <= 1'b1;
            end else begin
                tx_acc <= tx_acc + 1;
                tx_clk_en <= 1'b0;
            end
        end
    end
endmodule
module uart_rx (
    input  wire       clk,
    input  wire       rst_n,
    input  wire       rx_clk_en,  
    input  wire       uart_rx,
    output reg        rx_done,
    output reg  [7:0] rx_data
);
    localparam STATE_IDLE  = 3'd0;
    localparam STATE_START = 3'd1;
    localparam STATE_DATA  = 3'd2;
    localparam STATE_STOP  = 3'd3;
    reg [2:0] state;
    reg [3:0] sample_cnt;  
    reg [2:0] bit_idx;
    reg [7:0] scratch_data;
    always @(posedge clk or negedge rst_n) begin
        if (!rst_n) begin
            state <= STATE_IDLE;
            rx_done <= 1'b0;
            rx_data <= 0;
            sample_cnt <= 0;
            bit_idx <= 0;
        end else if (rx_clk_en) begin
            case (state)
                STATE_IDLE: begin
                    rx_done <= 1'b0;
                    if (uart_rx == 1'b0) begin  
                        state <= STATE_START;
                        sample_cnt <= 0;
                    end
                end
                STATE_START: begin
                    if (sample_cnt == 4'd7) begin  
                        if (uart_rx == 1'b0) begin
                            sample_cnt <= 0;
                            state <= STATE_DATA;
                        end else begin
                            state <= STATE_IDLE;  
                        end
                    end else begin
                        sample_cnt <= sample_cnt + 1;
                    end
                end
                STATE_DATA: begin
                    if (sample_cnt == 4'd15) begin
                        sample_cnt <= 0;
                        scratch_data[bit_idx] <= uart_rx;
                        if (bit_idx == 3'd7) begin
                            bit_idx <= 0;
                            state <= STATE_STOP;
                        end else begin
                            bit_idx <= bit_idx + 1;
                        end
                    end else begin
                        sample_cnt <= sample_cnt + 1;
                    end
                end
                STATE_STOP: begin
                    if (sample_cnt == 4'd15) begin
                        state <= STATE_IDLE;
                        rx_data <= scratch_data;
                        rx_done <= 1'b1;
                    end else begin
                        sample_cnt <= sample_cnt + 1;
                    end
                end
                default: state <= STATE_IDLE;
            endcase
        end
    end
endmodule
module uart_top #(
    parameter CLK_FREQ = 50000000,
    parameter BAUD_RATE = 9600
)(
    input  wire       clk,
    input  wire       rst_n,
    input  wire       tx_start,
    input  wire [7:0] tx_data,
    output wire       tx_active,
    output wire       uart_tx, 
    input  wire       uart_rx, 
    output wire       rx_done,
    output wire [7:0] rx_data
);
    wire rx_clk_en;
    wire tx_clk_en;
    baud_rate_gen #(
        .CLK_FREQ(CLK_FREQ),
        .BAUD_RATE(BAUD_RATE)
    ) u_baud_gen (
        .clk(clk),
        .rst_n(rst_n),
        .rx_clk_en(rx_clk_en),
        .tx_clk_en(tx_clk_en)
    );
    uart_tx u_tx (
        .clk(clk),
        .rst_n(rst_n),
        .tx_clk_en(tx_clk_en),
        .tx_start(tx_start),
        .tx_data(tx_data),
        .tx_active(tx_active),
        .uart_tx(uart_tx)
    );
    uart_rx u_rx (
        .clk(clk),
        .rst_n(rst_n),
        .rx_clk_en(rx_clk_en),
        .uart_rx(uart_rx),
        .rx_done(rx_done),
        .rx_data(rx_data)
    );
endmodule
module uart_tx (
    input  wire       clk,
    input  wire       rst_n,
    input  wire       tx_clk_en,
    input  wire       tx_start,
    input  wire [7:0] tx_data,
    output reg        tx_active,
    output reg        uart_tx
);
    localparam STATE_IDLE  = 3'd0;
    localparam STATE_START = 3'd1;
    localparam STATE_DATA  = 3'd2;
    localparam STATE_STOP  = 3'd3;
    reg [2:0] state;
    reg [2:0] bit_idx;
    reg [7:0] data_temp;
    always @(posedge clk or negedge rst_n) begin
        if (!rst_n) begin
            state <= STATE_IDLE;
            uart_tx <= 1'b1;  
            tx_active <= 1'b0;
            bit_idx <= 0;
            data_temp <= 0;
        end else if (tx_clk_en) begin
            case (state)
                STATE_IDLE: begin
                    uart_tx <= 1'b1;
                    if (tx_start) begin
                        state <= STATE_START;
                        data_temp <= tx_data;
                        tx_active <= 1'b1;
                    end else begin
                         tx_active <= 1'b0;
                    end
                end
                STATE_START: begin
                    uart_tx <= 1'b0;  
                    state <= STATE_DATA;
                end
                STATE_DATA: begin
                    uart_tx <= data_temp[bit_idx];
                    if (bit_idx == 3'd7) begin
                        bit_idx <= 0;
                        state <= STATE_STOP;
                    end else begin
                        bit_idx <= bit_idx + 1;
                    end
                end
                STATE_STOP: begin
                    uart_tx <= 1'b1;  
                    state <= STATE_IDLE;
                    tx_active <= 1'b0;
                end
                default: state <= STATE_IDLE;
            endcase
        end else if (state == STATE_IDLE && tx_start) begin
             data_temp <= tx_data; 
             tx_active <= 1'b1;
        end
    end
endmodule
[flow/run.sh]
#!/bin/bash
# OpenROAD 26Q1-2900-gdf79404cd8, Yosys 0.63+post, stock flow scripts
make -C /OpenROAD-flow-scripts/flow DESIGN_CONFIG=/design/flow/config.mk WORK_HOME=/design/flow/orfs finish
==> results.sh <==
# flow metrics
export IMPL_status="finished, final reports clean"
export IMPL_syn_inst=401
export IMPL_portBuffers=30
export IMPL_critPathArrivalTime_ps=2680
export IMPL_die_w_um=108.8
export IMPL_clkTransAtPathRegs_ps=70
export IMPL_clock_sinks=96
export IMPL_post_dp_hpwl_um=5063
export IMPL_warnings=77
export IMPL_maxSlewHeadroom=0.5364
export IMPL_firstDrtPassIters=4
export IMPL_track_usage=0.1336
export IMPL_fin_worst_skew_ps=6.305
export IMPL_logic_area_mm2=0.001932
export IMPL_fp_util=0.4150
export IMPL_syn_avg_cell_area_um2=11.37
export IMPL_cts_buffers=9
export IMPL_area_delta_synth_final_pct=14.19
export IMPL_ys_warn_count=4
export IMPL_drive_gt1_frac=0.1321
export IMPL_hold_buffers=0
export IMPL_rsz0062_at_grt="no"
export IMPL_wl_um=7225
export IMPL_antennaDiodeCount=0
export IMPL_fin_crit_ps=2472
export IMPL_postLayoutCellArea_mm2=0.005205
export IMPL_antenna_found_initial=0
export IMPL_clk_latency_ps=330
export IMPL_post_route_drc_count=0
export IMPL_fin_setup_tns_ps=0
export IMPL_postSynth_asyncResetShare=0.9167
export IMPL_vias=2904
export IMPL_critPathLaunchType="primary input"
export IMPL_regArea_mm2=0.002446
export IMPL_yosys_area_mm2=0.004558
export IMPL_ys_types=48
export IMPL_ir_drop_uv=228.9
export IMPL_dr_first_iter_drc_count=162
export IMPL_synth_edff_count=8
export IMPL_cts_root_buf="clkbuf_16"
export IMPL_worstHoldPathType="primary input to asynchronous set/reset pin"
export IMPL_vias_per_cell=5.016
export IMPL_die_h_um=108.8
export IMPL_synth_seq_share=0.5366
export IMPL_cts_resized=0
export IMPL_gp_congestion=0.7960
export IMPL_postCtsSetupBuffers=0
export IMPL_power_leakage_nw=2.318
export IMPL_ant_nets=0
export IMPL_synth_top_flop_cell="dfrtp_1"
export IMPL_yosysCellCount=401
export IMPL_drv_slew=0
export IMPL_max_cap_violations=0
export IMPL_ys_ff=96
export IMPL_die_area_mm2=0.01183
export IMPL_crit_path_max_fanout=8
export IMPL_grt_pass1_vias=2679
export IMPL_core_mm2=0.01098
export IMPL_power_per_cell_area_mw_per_mm2=371.7
export IMPL_fill_cells=981
export IMPL_top_regs="u_core.u_baud_gen.rx_acc (16), u_core.u_baud_gen.tx_acc (16)"
export IMPL_final_hold_violation_count=0
export IMPL_grt_pass1_wl_um=12340
export IMPL_fmax_ghz=0.4046
export IMPL_setup_viol=0
export IMPL_num_io_pins=104
export IMPL_worstSetupPathType="primary input to flop"
export IMPL_worstSetupEndpointType="flop"
export IMPL_num_rows=38
export IMPL_worst_pin_slew_ps=691.6
export IMPL_h_tree_depth=3
export IMPL_ff2ff_setup_slack_ps=1880
export IMPL_period_used=0.6337
export IMPL_crit_required_ps=4110
export IMPL_grt_start_max_net_pins=50
export IMPL_gr_total_overflow=0
export IMPL_syn_area_mm2=0.004558
export IMPL_clockBufferDepth=2
export IMPL_post_drt_wl_per_cell_um=12.48
export IMPL_tritoncts="yes"
export IMPL_place_area_mm2=0.004903
[worst paths after layout]
| kind | from | depth (start not counted) | to |
|---|---|---|---|
| worst max-delay path | paddr[5] | 5 | tx_data_reg[4] |
| worst min-delay path | presetn | 1 | u_core.u_baud_gen.rx_acc[11] |
| worst max register to register | u_core.u_rx.bit_idx[0] | 5 | u_core.u_rx.scratch_data[0] |
| worst min register to register | u_core.u_baud_gen.tx_acc[0] | 1 | u_core.u_baud_gen.tx_acc[0] |
| max in group asynchronous | presetn | 2 | u_core.u_rx.state[0] |
| min in group clk0 | u_core.u_baud_gen.tx_acc[0] | 1 | u_core.u_baud_gen.tx_acc[0] |
[layout make-up]
class                           instances  area share
Timing Repair Buffer                   31     0.05865
Clock inverter                          7     0.01466
Sequential cell                        96      0.4700
Inverter                               12    0.008654
Tap cell                              140     0.03365
Multi-Input combinational cell        284      0.3712
Clock buffer                            9     0.04327
[routing by layer]
layer  wire, um  GRT usage  up-vias
met3        316    0.02803       10
met1       3768     0.2187     1398
met4        110    0.02027        0
met5          0          0        -
li1           -          -     1439
met2       3028     0.1944       57
[stage by stage]
| stage | total power [mW] | hold slack [ps] | std cells | setup WS, ps | utilization |
|---|---|---|---|---|---|
| floorplan | 1.050 | 425.7 | 424 | 1765 | - |
| global placement | 1.078 | 446.5 | 563 | 1072 | 0.4465 |
| detailed placement | 1.077 | 461.1 | 563 | 1052 | 0.4465 |
| CTS | 1.965 | 470.6 | 579 | 1401 | 0.4739 |
| global route | 2.013 | 478.7 | 579 | 1260 | 0.4739 |
| finish | 1.935 | 466.5 | 579 | 1429 | 0.4739 |
[placed cells by master, fill, tap and decap left out, types with 2 or more instances in the layout]
master	n
nor4b_1	2
nor2b_1	2
nor2_1	23
and3_1	6
or4_1	2
a31oi_1	2
nand4_1	3
mux4_2	2
nand4b_1	4
conb_1	25
buf_4	2
o21ai_0	17
a21o_1	3
dfrtp_1	85
mux2_2	30
xor2_1	12
nor4_1	5
dfstp_2	3
inv_1	12
xnor2_1	15
clkdlybuf4s50_1	29
clkbuf_16	9
a21oi_1	7
and4_1	3
a22o_1	13
inv_6	4
nand2_1	43
edfxtp_1	8
mux2i_1	3
ha_1	11
nand3_1	18
or3_1	2
nor3_1	13
nand2b_1	3
[synthesized netlist by cell type (2+ instances only)]
cell type	n	share of area
a21o_1	3	0.0049
and4_1	3	0.0058
nor3_1	13	0.014
nor2b_1	2	0.0027
mux2_2	30	0.074
nand3_1	18	0.020
a21oi_1	7	0.0077
a22o_1	13	0.025
inv_1	12	0.0099
mux2i_1	3	0.0066
nand2_1	43	0.035
dfrtp_1	85	0.47
dfstp_2	3	0.017
mux4_2	2	0.0099
or3_1	2	0.0027
o21ai_0	17	0.019
nand4_1	3	0.0041
nand4b_1	4	0.0077
a31oi_1	2	0.0027
nand2b_1	3	0.0041
conb_1	2	0.0016
ha_1	11	0.030
clkbuf_1	6	0.0049
xnor2_1	15	0.029
or4_1	2	0.0033
nor4_1	5	0.0069
and3_1	6	0.0082
nor4b_1	2	0.0038
edfxtp_1	8	0.053
xor2_1	12	0.023
buf_4	25	0.041
nor2_1	23	0.019
[power by group]
group | total (mW) | switching, mW | internal [mW]
clock network | 0.879 | 0.375 | 0.504
logic | 0.0485 | 0.0268 | 0.0217
registers | 1.01 | 0.000511 | 1.01
total | 1.93 | 0.403 | 1.53
[cell families after synthesis]
logic type | Yosys count | synth area share
flops | 96 | 0.5366
other cells | 2 | 0.001648
buf+inv | 44 | 0.05847
fa+ha+maj | 11 | 0.03019
compound gates | 48 | 0.07055
simple gates | 137 | 0.1567
mux | 36 | 0.09388
xor+xnor | 27 | 0.05188
[worst max-delay path, stage by stage]
cell and delay [ps]:
clkdlybuf4s50_1 400, nor4_1 370, nand2_1 140, nor3_2 600
mux2_2 410
Power figures rest on the tool's default switching activity, not on a simulated workload.
